==> flow/run.sh <==
#!/bin/bash
# OpenROAD 26Q1-2900-gdf79404cd8, Yosys 0.63+post, stock flow scripts
make -C /OpenROAD-flow-scripts/flow DESIGN_CONFIG=/design/flow/config.mk WORK_HOME=/design/flow/orfs finish
==> flow/config.mk <==
export PLATFORM = sky130hd
export DESIGN_NAME = EndScreen
export DESIGN_NICKNAME = EndScreen
export VERILOG_FILES = /design/flow/design.v
export SDC_FILE = /design/flow/constraint.sdc
export NUM_CORES = 4
export LEC_CHECK = 1
export CORE_AREA = 10 10 70 70
export DIE_AREA = 0 0 80 80
export SYNTH_HDL_FRONTEND = slang
==> flow/constraint.sdc <==
current_design EndScreen

set clk_period 4.3
set clk_io_pct 0.2

create_clock -name clk0 -period $clk_period

set non_clock_inputs [all_inputs -no_clocks]
set_input_delay [expr $clk_period * $clk_io_pct] -clock clk0 $non_clock_inputs
set_output_delay [expr $clk_period * $clk_io_pct] -clock clk0 [all_outputs]
==> flow/design.v <==
module EndScreen
  #(
    parameter int pA = 12,
    parameter int cA = 4 
    )
    (
     input  logic [pA-1:0] pix_x,
     input  logic [pA-1:0] pix_y,
     input  logic          pix_v,
     input logic imgReturn,
	 input logic jump, restart,
     input logic [11:0] topColor, midColor,
     input  logic clk,
     input  logic rst,
     output logic LVcp,
     output logic [cA-1:0] color [2:0],
	  output logic [6:0] hex0
     );
    logic [pA-1:0] playerX, playerY;
    logic right, left, incSLV;
    logic [1:0] subLV;
    logic [pA-1:0] setStartX; 
	logic [6:0] jumpOst;
	logic jumping;
    logic death;
    logic playerHitBox, obstHitBox;
    logic [cA-1:0] levelBlocks [2:0];
    logic [cA-1:0] theFloorC [2:0];
	  logic [cA-1:0] playerC [2:0];
    logic [11:0] playerFloorC;
    assign color[0] = theFloorC[0] + playerC[0];
    assign color[1] = theFloorC[1] + playerC[1];
    assign color[2] = theFloorC[2] + playerC[2];
    box #(pA, cA) player(
		.pix_y, .pix_x, .pix_v,
		.width(12'd20), .hight(12'd20),
		.Xcord(playerX), .Ycord(playerY),
    .boxColor(playerFloorC),
		.color(playerC));
    theFloor #(pA, cA) theFloor0(
        .pix_y, .pix_x, .pix_v,
        .topColor, .midColor,
        .color(theFloorC)
    );
endmodule
module box
#(
    parameter int pA = 10 ,
    parameter int cA = 4 
    )
    (
     input  logic [pA-1:0] pix_x ,
     input  logic [pA-1:0] pix_y ,
     input  logic          pix_v ,
     output logic [cA-1:0] color [2:0],
     input logic [11:0] boxColor,
	  input logic [pA-1:0] width,
	  input logic [pA-1:0] hight,
	  input logic [pA-1:0] Xcord,
	  input logic [pA-1:0] Ycord
     );
	assign color[2] = pix_v?((((pix_x >=(Xcord)) && (pix_x <= (width + Xcord))) && ((pix_y >=(Ycord)) && (pix_y <= (hight + Ycord))))? boxColor[3:0]: 4'h0):4'h0;    
   assign color[1] = pix_v?((((pix_x >=(Xcord)) && (pix_x <= (width + Xcord))) && ((pix_y >=(Ycord)) && (pix_y <= (hight + Ycord))))? boxColor[7:4]: 4'h0):4'h0;  
   assign color[0] = pix_v?((((pix_x >=(Xcord)) && (pix_x <= (width + Xcord))) && ((pix_y >=(Ycord)) && (pix_y <= (hight + Ycord))))? boxColor[11:8]: 4'h0):4'h0;	 
endmodule
module theFloor
  #(
    parameter int pA = 12,
    parameter int cA = 4 
    )
    (
     input  logic [pA-1:0] pix_x,
     input  logic [pA-1:0] pix_y,
     input  logic          pix_v,
     input logic [11:0] topColor, midColor,
     output logic [cA-1:0] color[2:0]
     );
  logic [cA-1:0] floor1 [2:0];
  logic [cA-1:0] floor2 [2:0];
  logic [cA-1:0] floor3 [2:0];
  assign color[2] = floor1[2] + floor2[2] + floor3[2];
  assign color[1] = floor1[1] + floor2[1] + floor3[1];
  assign color[0] = floor1[0] + floor2[0] + floor3[0];
  box #(pA, cA) topFloor(
		.pix_y, .pix_x, .pix_v,
		.width(12'd640), .hight(12'd159),
		.Xcord('0), .Ycord('0),
		.boxColor(topColor),    
		.color(floor1));
  box #(pA, cA) midFloor(
		.pix_y, .pix_x, .pix_v,
		.width(12'd640), .hight(12'd160),
		.Xcord('0), .Ycord(12'd160),
		.boxColor(midColor),    
		.color(floor2));
  box #(pA, cA) bottomFloor(
		.pix_y, .pix_x, .pix_v,
		.width(12'd640), .hight(12'd160),
		.Xcord('0), .Ycord(12'd321),
		.boxColor(topColor),
		.color(floor3));
endmodule
==> results_slide.txt <==
Implementation Results

Logic synthesis
  • Ys Warns: 44
  • Yosys cell types: 26
  • YS chip area: approximately 770 µm²
  • Syn Std Cell Area: 774.5 µm²
  • Commonest cells in the netlist: 15 x nand2_1, 12 x fa_1, 11 x nand3_1
  • Leading area contributor after synthesis: fa_1
  • Synthesized instance count: about 100
  • Ys cells: 104
  • Most frequent cell after synthesis: nand2_1
  • Area share of the largest cell type after synthesis: 0.3102
  • Syn_area_per_cell: around 7.4 µm²
  • Top cells, area: fa_1 31%, buf_4 7.8%, nand2_1 7.3%
  • Post-synth seq share: 0

Worst setup path
  • WS Path Type: in2out
  • Worst EP required: 3440 ps
  • Worst setup SP type: input port
  • CP Capture Type: output port
  • Arr. time, crit path: roughly 3400 ps
  • Maximum fanout along the worst path: 3

Final timing
  • RSZ-0062 raised after global routing: true
  • Hold Worst Slack: 2450 ps
  • Max Freq: 0.2354 GHz
  • Tmin final: 4248 ps
  • Final period util: 0.9878
  • Sum Neg Setup Slack: 0 ps
  • Hold Fails Final Rpt: 0
  • Max-slew violation count: 0
  • Final setup viols: 0

Power and ir drop
  • Sw Share: 0.3660
  • P_leak: about 0.70 nW
  • Reg power frac: 0
  • Sw Pwr: roughly 27 µW
  • Gate power share: 1.000
  • VDD IR max: between 0.02 and 0.03 mV
  • PD cells: 42.90 nW/µm²
  • Internal power: 46.18 µW
  • Clk pwr share: 0

Drt
  • # DRC: 0
  • Drt first pass iters: 2
  • Routed vias/inst: 4.148
  • Routed WL: 2843 µm
  • Antenna diodes: 0
  • DR vias: between 900 and 1000
  • Post-DR wirelength/cell: roughly 12 µm
  • ANT nets after route: 0
  • DRT iter0 DRCs: 36

Layout
  • Seq. cell area: 0 µm²
  • Layout cell share with drive strength beyond 1: 0.4674
  • Num sequential: 0
  • Area Overhead vs Synth: 119.2%
  • Fin area: between 1500 and 2000 µm²
  • Clkbuf count: 0

Min path
  • Min-delay worst type: in2out

Floorplan
  • Site Rows: 21
  • DIE AREA: 6400 µm²
  • Die Wd: 80 µm
  • Die height: 80 µm
  • Placeable core area: 3416 µm²
  • I/O Pins: 74
  • Init Core Util: 0.2267

Global routing
  • Largest net degree at the start of global routing: 16
  • Vias in the first global route: ~1200
  • First-pass GRT wire length: 4885 µm
  • GRT Util Overall: 0.09174
  • Gr ovfl total: 0
  • Initial antenna violation count: 0

Placement
  • Port bufs: 61
  • Placer Congestion: 0.7728
  • HPWL after DPL: 2462 µm
  • Placed Instance Area: 1490 µm²

Outcome
  • Status: complete, no violations

Job
  • Max Cap Viol: 0
  • Tool warning count: 39
==> cell usage in the layout (no fill, tap or decap), types with 5 or more instances in the layout <==
master	n
nand2_1	12
buf_6	10
conb_1	8
dlygate4sd2_1	6
clkdlybuf4s50_1	31
fa_2	6
fa_1	6
nor2_1	6
nand3_1	7
buf_2	11
o21ai_1	5
buf_4	18
==> worst paths after layout <==
check | from | endpoint | slack [ps] | cells past startpoint
hold / removal | midColor[11] | color[3] | 2450 | 5
setup / recovery | pix_x[1] | color[2] | 50 | 13
==> metal layers <==
layer | GRT usage | vias to the layer above | part of all wire
li1 | - | 488 | -
met1 | 0.1209 | 421 | 0.45
met2 | 0.1485 | 45 | 0.44
met3 | 0.03523 | 0 | 0.11
met4 | 0 | 0 | 0
met5 | 0 | - | 0
==> critical path, cell delays in order <==
cell,delay [ps]
buf_2,110
nor4_4,250
a21oi_2,100
buf_4,150
or3_2,480
buf_4,170
nor2_2,110
fa_2,190
ha_2,160
inv_2,30
fa_2,510
inv_1,30
dlygate4sd2_1,230
==> metrics by stage <==
stage                       util  cells  setup WS (ps)  power (mW)
after floorplan                -    111          205.0     0.01633
after global placement    0.4363    220         -920.3     0.06605
after detailed placement  0.4363    220         -934.6     0.06662
after CTS                 0.4853    228         -78.61     0.06988
after global routing      0.4971    230         -128.0     0.07897
final                     0.4971    230          52.29     0.07284
==> final cells by class <==
cell class | instances | area [µm²]
Fill cell | 334 | 1718
Tap cell | 46 | 57.56
Inverter | 8 | 30.03
Multi-Input combinational cell | 93 | 887.1
Timing Repair Buffer | 83 | 723.2
==> cells by family (layout without fill, tap and decap cells) <==
family	Yosys count	after routing	share of synthesized area
adders and majority gates	15	15	0.3586
buffers and inverters	18	91	0.1276
and+or+nand+nor	52	52	0.3554
other	1	8	0.004842
xor gates and xnor gates	6	6	0.06785
AOI/OAI and AO/OA	12	12	0.08562
==> power by group through the flow <==
stage	registers (mW)	clock network, mW	logic, mW
after global routing	0	0	0.0790
after CTS	0	0	0.0699
final	0	0	0.0728
==> what timing repair did <==
item	in CTS	in global routing
hold buffers	0	0
buffers inserted	8	2
setup endpoints to repair	12	7
resized	129	18
pin swaps	34	19
Power figures rest on the tool's default switching activity, not on a simulated workload.
