==> design/flow/design.v <==
module my_dff
	#(parameter int size = 1 ) 
   	(
    	input logic [size-1:0]  din, 
    	input logic 	    clk, 
    	input logic 	    rst, 
    	input logic 	    en, 
    	output logic [size-1:0] q
    );
   	logic [511:0] 	    rst_val ;  
   	logic [size-1:0] 	d ;        
   	bit   [size-1:0] 	q_val;     
   	assign    d[size-1:0] = din[size-1:0];  
   	assign    q           = q_val ; 
   	assign    rst_val     = 512'd0 ;
   	always_ff @ (posedge clk) begin 
   		priority case ( 1'b1 )
			(~rst): q_val[size-1:0]  <=  rst_val[size-1:0] ;   
			( en):  q_val[size-1:0]  <=        d[size-1:0] ;   
			default:q_val[size-1:0] <=  		  q[size-1:0] ;
     	endcase    
    end
endmodule  
module player
#(
    parameter int pA = 10 ,
    parameter int cA = 4 
    )
    (
     input  logic [pA-1:0] pix_x ,
     input  logic [pA-1:0] pix_y ,
     input  logic          pix_v ,
     output logic [cA-1:0] color [2:0],
	  input logic up, down, left, right, imgReturn,
     input logic [11:0] boxColor,
	  input logic [pA-1:0] width,
	  input logic [pA-1:0] hight,
     input  logic clk,
     input  logic rst
     );
	  logic [pA-1:0] Xcord;
	  logic [pA-1:0] Ycord;
	  assign Xcord = playerX;
	  assign Ycord = playerY;
	setCounter #(12, 640) moveX(.clk, .rst, .inc(!right && imgReturn), .dec(!left && imgReturn), .cnt(playerX), .setValue(12'd300));	 
	setCounter #(12, 480) moveY(.clk, .rst, .inc(up && imgReturn), .dec(down && imgReturn), .cnt(playerY), .setValue(12'd220));
	assign color[2] = pix_v?((((pix_x >=(Xcord)) && (pix_x <= (width + Xcord))) && ((pix_y >=(Ycord)) && (pix_y <= (hight + Ycord))))? boxColor[11:8]: 4'h0):4'h0;    
   assign color[1] = pix_v?((((pix_x >=(Xcord)) && (pix_x <= (width + Xcord))) && ((pix_y >=(Ycord)) && (pix_y <= (hight + Ycord))))? boxColor[7:4]: 4'h0):4'h0;  
   assign color[0] = pix_v?((((pix_x >=(Xcord)) && (pix_x <= (width + Xcord))) && ((pix_y >=(Ycord)) && (pix_y <= (hight + Ycord))))? boxColor[3:0]: 4'h0):4'h0;	 
endmodule
module setCounter
  #(
    parameter int b=4,   
    parameter int m=14   
    )
   (
    input  logic         inc,
    input  logic         dec,
	 input  logic [b-1:0] setValue,
    input  logic         clk,
    input  logic         rst,
    output logic [b-1:0] cnt 
    );
	logic			 onStart;
   logic [b-1:0] 	 cnt_nxt ;
   my_dff #(b) myDff( .din(cnt_nxt), .clk, .rst, .en(1'b1), .q(cnt));
	my_dff #(1'b1) onStartDff( .din(1'b1), .clk, .rst, .en(1'b1), .q(onStart));
   always_comb begin
      unique case (1'b1)
	&{!inc, dec}: cnt_nxt = cnt==0   ? m-1 : cnt-1 ; 
	&{ inc,!dec}: cnt_nxt = cnt==m-1 ? 0   : cnt+1 ;
	!onStart:		  cnt_nxt = setValue;
	default:      cnt_nxt = cnt ;
      endcase 
   end  
endmodule 
==> design/flow/run.sh <==
#!/bin/bash
# OpenROAD 26Q1-2900-gdf79404cd8, Yosys 0.63+post, stock flow scripts
make -C /OpenROAD-flow-scripts/flow DESIGN_CONFIG=/design/flow/config.mk WORK_HOME=/design/flow/orfs finish
==> design/flow/config.mk <==
export PLATFORM = sky130hd
export DESIGN_NAME = player
export DESIGN_NICKNAME = player
export VERILOG_FILES = /design/flow/design.v
export SDC_FILE = /design/flow/constraint.sdc
export NUM_CORES = 4
export LEC_CHECK = 1
export CORE_UTILIZATION = 50
export SYNTH_HDL_FRONTEND = slang
==> design/flow/constraint.sdc <==
current_design player

set clk_period 3.4
set clk_io_pct 0.2

create_clock -name clk0 -period $clk_period [get_ports {clk}]

set non_clock_inputs [all_inputs -no_clocks]
set_input_delay [expr $clk_period * $clk_io_pct] -clock clk0 $non_clock_inputs
set_output_delay [expr $clk_period * $clk_io_pct] -clock clk0 [all_outputs]
==> results.txt <==
The synthesis and place-and-route flow finished, so here is a summary.

Setup repair after global routing could not meet its margin everywhere. RePlAce ended its routability-driven mode at a weighted congestion of 0.939. The placement row count came out at 28. The flip-flop and latch count after synthesis came out at 25. The tightest hold margin is 560 ps.

Of the post-synthesis cell area, the dominant cell type holds 16.3%. The share of the clock period used by the worst path came out at 118%. The final routed DRC violation total is 0. The final reports fail on setup timing.

The H-tree depth is 1. The flow ran to the end, but the final reports show violations. The remaining antenna violation count after routing is 0. The first global-routing pass estimated 14,500 um of wire. The final-report hold violation count came out at 0.

Per the final report, max-transition violations number 0. The initial antenna violation count came to 0. The registers of the reported paths see a clock transition of 90 ps. The fraction of registers with async set/reset came out at 0%. The static leakage power came out at 1.83 nW. In the Yosys report the total cell count is 403. The die boundary width came out at 80.4 um. The post-synthesis chip area from yosys came out at between 3000 and 4000 sq um. The ratio of routed vias to standard cells is around 6. The number of detailed-route iterations in the first pass came out at 5. Sequential elements use roughly 16% of the synthesized area.

The core footprint is around 6000 sq um. The worst setup slack after layout is -617 ps. TritonCTS built the clock tree. The clock network latency to the later pin of the worst-skew pair came out at 280 ps. Looking at the VDD voltage map, the peak drop is approximately 260 uV. The count of final setup violators came out at 12. The maximum buffer depth of the clock tree is 2. The via count of the first global-routing pass is 3,068.

The highest clock rate is 249 MHz. The worst slew slack as a fraction of its limit is around 50%. The number of placed I/O pins came out at 72. The worst hold path class is reg -> reg.

The quantity of I/O buffers inserted on ports came out at 71. The post-synthesis instance area came out at 3070 sq um. The final antenna diode tally reported by the flow is 0.

The most common logic cells in the final layout are sky130_fd_sc_hd__clkdlybuf4s50_1, sky130_fd_sc_hd__buf_4, sky130_fd_sc_hd__a21oi_1, sky130_fd_sc_hd__ha_1, sky130_fd_sc_hd__nand3_1. Per the CTS log, the root buffer master is sky130_fd_sc_hd__clkbuf_8. For the pin with the worst max-slew slack, the measured transition is 755 ps. The routed design shows a wire length per standard cell of 16.2 um. Counting both buffers and inverters, the worst setup path holds a total of 4. sky130_fd_sc_hd__dfxtp_1 takes more of the synthesized area than any other cell. The count of vias placed by the detailed router came out at 3,442.

The number of non-filler instances in the completed layout came out at approximately 580. The instance count after placement with tap cells included came out at roughly 560. The vertical die dimension is approximately 80 um.

The critical setup path kind is in -> out. The count of warning messages emitted by the tools came out at 34. The count of flip-flops with a built-in enable after synthesis came out at 0. Ranked by total cell area, the synthesized netlist is headed by sky130_fd_sc_hd__dfxtp_1, sky130_fd_sc_hd__ha_1, sky130_fd_sc_hd__xor2_1. The max-capacitance violation count is 0. The post-route netlist has 23.3% of its cells at a drive strength greater than 1. The data arrival time at the worst-slack endpoint came out at 3340 ps.

The critical path launch point type is an input port. In the Yosys stats the netlist draws on 66 distinct library cells. The most used flip-flop cell after synthesis is sky130_fd_sc_hd__dfxtp_1.

The global-route congestion overflow total is 0. In this run, CTS created clock tree buffers numbering 3. The total number of yosys warnings is 0.

The slowest stage of the critical path belongs to the cell sky130_fd_sc_hd__a221o_1. After legalization and detailed placement, the total HPWL measured between 6000 and 7000 um. The minimum period implied by the final worst setup slack came out at 4020 ps. The number of violations reported at the end of detailed-routing iteration 0 is 169. The stage delay of the slowest cell on the critical path is 340 ps. In this run the critical path is formed by buf_8 -> ha_4 -> and3_4 -> xnor2_2 -> ha_1 -> a21o_1 -> a21o_1 -> a221o_1 -> a221o_1 -> a21oi_2 -> buf_2 -> buf_4 -> and3_1 -> dlygate4sd2_1. The setup slack at placement came out at -1160 ps. The clock sink total is 25. The chip area came out at 6470 sq um. For this run, the share of the core covered by cells in the final layout is 73.8%.

The synthesized area per cell is 7.63 sq um. The clock tree skew after final layout is 4.28 ps. The gate family responsible for the most delay along the worst path is AND-OR/OR-AND gates. At the floorplan stage, the core utilization is reported as 51.9%.

For this run, the total global-route usage over all layers was measured as approximately 29%. The final layout reports a setup TNS of -6310 ps. The layout has 472 filler cells. STA classifies the critical path endpoint as an output pin.

For this design the ratio of total power to cell area is 244 nW/um^2. The critical-path maximum fanout came out at 4. The required time of the worst setup path is 2720 ps. The synthesized netlist cell count is 403. The largest net degree at the start of global routing came out at 20.

The library cell used most frequently in the layout, excluding fill and tap cells, is sky130_fd_sc_hd__clkdlybuf4s50_1. The area overhead of the layout relative to synthesis is 42.2%. The routed wire length is 9410 um.
logic make-up after synthesis:
kind of cell,after synthesis,share of synthesized area (%)
AND-OR/OR-AND,110,23.7
AND/OR/NAND/NOR,164,30.3
adder cells (fa/ha/maj),33,13.4
flip-flops,25,16.3
multiplexers,3,0.977
XOR/XNOR,26,7.41
buffers and inverters,42,7.90
stage by stage:
stage	power [mW]	instance area [sq um]
floorplan	0.644	3130
global placement	0.811	4000
detailed placement	0.815	4000
CTS	1.05	4250
global route	1.14	4370
finish	1.07	4370
path summary, 6_finish.rpt:
kind,from,slack [ps],depth (start not counted),end
hold / removal,moveX.myDff.q[10]$_SDFFE_PN0P_,560,2,moveX.myDff.q[10]$_SDFFE_PN0P_
setup reg to reg,moveX.myDff.q[0]$_SDFFE_PN0P_,1120,8,moveX.myDff.q[2]$_SDFFE_PN0P_
hold reg to reg,moveX.myDff.q[10]$_SDFFE_PN0P_,560,2,moveX.myDff.q[10]$_SDFFE_PN0P_
setup / recovery,hight[0],-620,14,color[3]
cell usage after synthesis, drive strengths merged (3+ instances only):
| cell | instances |
|---|---|
| mux2i | 3 |
| nand2 | 24 |
| xnor2 | 6 |
| xor2 | 20 |
| a32oi | 3 |
| and4 | 5 |
| a21oi | 30 |
| nand3b | 4 |
| or3 | 3 |
| nor3b | 3 |
| nand4 | 8 |
| o31ai | 4 |
| buf | 6 |
| and3 | 20 |
| a31oi | 6 |
| o211ai | 5 |
| inv | 17 |
| clkbuf | 19 |
| o21ai | 23 |
| a31o | 4 |
| a21o | 8 |
| nor3 | 11 |
| and2 | 3 |
| nor2b | 3 |
| nand3 | 29 |
| nor2 | 26 |
| ha | 33 |
| a211oi | 5 |
| or4 | 6 |
| dfxtp | 25 |
| nor4 | 10 |
layer usage:
metal / wire, um / vias up / GRT usage [%]
li1: - / 1741 / -
met1: 4260 / 1595 / 39.8
met2: 4690 / 100 / 50.7
met3: 405 / 6 / 3.00
met4: 51 / 0 / 3.57
met5: 0 / - / 0
layout make-up:
| type | instances | area [sq um] | share of cell area, % |
|---|---|---|---|
| multi-input combinational | 337 | 2540 | 58.2 |
| timing repair buffer | 124 | 1120 | 25.7 |
| sequential | 25 | 502 | 11.5 |
| tap | 75 | 93.8 | 2.15 |
| inverter | 17 | 63.8 | 1.46 |
| clock buffer | 3 | 41.3 | 0.945 |
| clock inverter | 1 | 5.00 | 0.115 |
registers in the layout (all words and copies together) (netlist names):
name / cells
moveX.myDff.q: 12
moveX.onStartDff.q: 1
moveY.myDff.q: 12
worst min-delay path, cell delays in order, from the launching register on:
cell,delay [ps]
sky130_fd_sc_hd__dfxtp_1,370
sky130_fd_sc_hd__nand2_1,70
sky130_fd_sc_hd__o21ai_0,80
power breakdown:
group	switching, mW	internal (mW)
Clock	0.107	0.0824
Combinational	0.236	0.275
Sequential	0.0497	0.316
timing repair:
| item | CTS | global route |
|---|---|---|
| endpoints found under the setup margin | 12 | 12 |
| hold endpoints to repair | 0 | 0 |
| buffers inserted | 16 | 4 |
| hold buffers | 0 | 0 |
| pin swaps | 30 | 11 |
| resized | 87 | 18 |
| gates cloned | 2 | 0 |
Power is estimated from default activity; no workload was simulated.
